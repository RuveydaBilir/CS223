==> flow/design.v <==
`timescale 1ns / 1ps
module Receiver#(parameter bitNum=8)(
    input clk, 
    logic t,  
	output reg isSuccessful,
	output reg [bitNum-1:0] R_reg,
	output reg [3:0][bitNum-1:0] mem
    );
localparam stopBit = 1'b1;
localparam baudRate = 9600;
localparam freq = 100_000_000;
localparam baudClock = freq/baudRate;
typedef enum logic {init, rec} typename;
typename curState;
reg [3:0] counter = 0;
reg [bitNum-1:0] T_reg;
wire slowClk;
initial mem = 0;
divClk clk1(clk, baudClock, slowClk);
always_ff@(posedge slowClk) begin
    case (curState)
        init: begin
            isSuccessful <=0;
            T_reg<=8'b0;
            counter <= 0;
            if(t == 1'b0) curState <= rec;
        end
        rec: begin
            T_reg[counter] <= t;
            counter <= counter +1;
            if(counter == 9) begin
                isSuccessful <=1;
                R_reg<=T_reg;
                mem[0] <= T_reg;
                mem[1] <= mem[0];
                mem[2] <= mem[1];
                mem[3] <= mem[2];
                curState<=init;
            end
       end
       default: curState <= init;
    endcase
    end
endmodule
`timescale 1ns / 1ps
module Transmitter#(parameter bitNum=8)(
    input clk,  
    input stage4,
    input [bitNum-1:0] lData,
    input LButton, 
    input transferButton,
    output reg isSuccessful,
    output reg t,
    output reg [bitNum-1:0] t_buf,
    output reg [3:0][bitNum-1:0] mem  
    );
localparam stop = 1'b1;
localparam start = 1'b0;
localparam baudRate = 9600;
localparam freq = 100_000_000;
localparam baudClock = freq/baudRate;
reg [3:0] counter = 0;
reg [1:0] stage4Counter = 0;
reg [bitNum+1:0] T_reg = 0;
wire slowClk;
typedef enum logic [2:0] {init,loadS,transfer, wait_load,wait_transfer, action, stage4State} typename;
typename curState;
divClk clk1(clk, baudClock, slowClk);
always_ff@(posedge slowClk) begin
    case (curState)
        init: begin
            t <= 1;
            isSuccessful <=0;
            counter <=0;
            stage4Counter<=0;
            if(LButton && ~stage4) begin
                t_buf <= lData;
                mem[0] <= lData;
                mem[1] <= mem[0];
                mem[2] <= mem[1];
                mem[3] <= mem[2];
                curState <= loadS;
           end
           if(transferButton) begin
                if(stage4) curState<=stage4State;
                else begin
                    curState <= transfer;
                    counter<=0;
                end
           end
       end
       loadS: begin
               T_reg <= {stop,mem[3],start};
               curState<=wait_load;
        end
       transfer: begin
            t<=T_reg[counter];
            counter <= counter+1;
            if(counter == 9)begin
                isSuccessful <=1;
                curState <= wait_transfer;
            end
       end
       wait_load: if(!LButton) curState<=init;
       wait_transfer: begin
            if(~transferButton && ~stage4) curState<=init;
            if(stage4) begin
                if(stage4Counter <3) begin
                    stage4Counter <= stage4Counter +1;
                    counter <=0;
                    curState <= stage4State;
                end
                else if(~transferButton) curState<= init;
           end
       end
       stage4State: begin
            if(stage4Counter<4) begin
                T_reg <= {stop, mem[3-stage4Counter], start};
                curState <= transfer;
            end
            else curState<=init;
       end
       default: curState <=init;
    endcase
end
endmodule
`timescale 1ns / 1ps
module UART1_Ruveyda#(parameter bitNum=8)(
    input clk,  
    input [bitNum-1:0] data,
    input BTNC,  
    input BTND,  
    input R,
    output T,
    output reg [bitNum-1:0] T_Buf,
    output reg [bitNum-1:0] R_Buf
);
wire isSuccessfulT,isSuccessfulR;
Transmitter t(clk,data,BTNC,BTND,isSuccessfulT,T,T_buf);
Receiver r(clk,R,isSuccessfulR,R_buf);
endmodule
`timescale 1ns / 1ps
module divClk(
    input clk,
    input [31:0] value,
    output divClk
    );
reg slowClk = 0;
integer cnt = 0;
always_ff@(posedge clk) begin
    cnt<=cnt+1;
    if(cnt>=value) begin
        cnt<=0;
        slowClk<=~slowClk;
    end
end
assign divClk = slowClk;
endmodule
==> flow/run.sh <==
#!/bin/bash
# OpenROAD 26Q1-2900-gdf79404cd8, Yosys 0.63+post, stock flow scripts
make -C /OpenROAD-flow-scripts/flow DESIGN_CONFIG=/design/flow/config.mk WORK_HOME=/design/flow/orfs finish
==> flow/config.mk <==
export PLATFORM = sky130hd
export DESIGN_NAME = UART1_Ruveyda
export DESIGN_NICKNAME = UART1_Ruveyda
export VERILOG_FILES = /design/flow/design.v
export SDC_FILE = /design/flow/constraint.sdc
export NUM_CORES = 4
export LEC_CHECK = 1
export CORE_AREA = 10 10 103 103
export DIE_AREA = 0 0 113 113
export SYNTH_HDL_FRONTEND = slang
==> flow/constraint.sdc <==
current_design UART1_Ruveyda

set clk_period 2.3
set clk_io_pct 0.2

create_clock -name clk0 -period $clk_period [get_ports {clk}]

set non_clock_inputs [all_inputs -no_clocks]
set_input_delay [expr $clk_period * $clk_io_pct] -clock clk0 $non_clock_inputs
set_output_delay [expr $clk_period * $clk_io_pct] -clock clk0 [all_outputs]
==> flow_summary.yaml <==
# implementation run metrics
grt:
  grt_pass1_wl_microns: 4390
  track_usage_pct: 3.83
  gr-usage-met1_pct: 5.87
  grt_pass1_vias: 993
  met2_usage_pct: 5.30
  grt_use_met3_pct: 1.07
  grt.busiest_layer: "met1"
  overflow: 0
  antenna_found_initial: 0
  grt_max_degree: 16
final_layout:
  area_growth_pct: 13.9
  final_area_sq_um: 1990
  seqCellArea_sq_um: 971
  drive_gt1_share_pct: 6.81
  fill_cells: 883
  mi_logic_area_sq_um: 728
logic_synthesis:
  synth-edff-count: 11
  synth_cells: 166
  ys_cells: 166
  netlist_area_sq_um: 1750
  netlist_logic_family_top: "simple AND/OR/NAND/NOR gates"
  synth_cell_types: 30
  synthArstFlopShare_pct: 0
  seq_area_frac_synth_pct: 55.4
  yosys_area_sq_um: 1750
  ys_ff: 43
  flop_cell: "dfxtp_1"
  xor_area_share_pct: 7.00
  synthMuxAreaShare_pct: 0
  ys_sh_adder_pct: 3.57
  postSynthAreaPerCell_sq_um: 10.6
  synthAoiAreaFrac_pct: 7.57
  ys_sh_simple_pct: 16.1
  ys_warn_count: 17
die:
  chipArea_sq_um: 12800
  die_h_microns: 113
  initCoreUtil_pct: 21.1
  coreArea_sq_um: 8300
  ios: 29
  die_w_microns: 113
  placementRows: 33
route:
  routedWlPerCell_microns: 7.78
  diodes: 0
  ant_nets: 0
  routed-via-count: 1019
  drt_pass1_iterations: 4
  vias_per_cell: 3.44
  wirelength_microns: 2300
  drtIter0Drc: 35
  drc: 0
setup_path:
  reg2regPathDepth: 3
  crit_path_start: "t.clk1.cnt[22]"
  worstReg2RegStart: "t.clk1.cnt[22]"
  arrival_ps: 1650
  critPathLaunchType: "flop"
  worstPathRequired_ps: 2270
  crit_fanout: 15
  end_kind: "flop"
  path_class: "flop to flop"
clock_tree:
  cts_buffers: 5
  clk_path_buf_depth: 2
  h-tree-depth: 2
  path_clk_slew_ps: 60
  clk_latency_ps: 270
  ctsHoldBuffers: 0
  cts-root-buf: "clkbuf_8"
  postCtsSetupBuffers: 0
  ctsResizeCount: 0
  cts_tree: "done"
hold_path:
  holdCritStartpoint: "t.clk1.cnt[0]"
  hp-class: "flop to flop"
  min_path_cells: 1
sta:
  rsz0062_at_grt: "false"
  untimed_endpoints: 21
  setup_slack_ps: 613
  period_needed_ps: 1690
  hold_viol_final: 0
  max-slew-margin-rel_pct: 55.0
  fmax_mhz: 593
  period_used_pct: 73.4
  worstMarginPinSlew_ps: 673
  tns_ps: 0
  unclocked_regs: 10
  slew_viol_final: 0
  skew_ps: 3.09
  final-setup-viol-count: 0
power:
  p_clk_share_pct: 41.5
  switching_share_pct: 19.5
  p_per_area_nw_per_um2: 523
  p_comb_share_pct: 1.2
  switchingPower_w: 0.000204
  sequentialPowerShare_pct: 57.2
  power.internal_w: 0.000839
  p_leak_nw: 0.751
  peakVddDrop_v: 0.000480
placed_design:
  gp_congestion: 0.775
  dp_hpwl_microns: 1650
  port_buffers: 3
  place_area_sq_um: 1900
  place_ws_ps: 612
flow_run:
  warnings: 37
  cap_viol_max_count: 0
run_status:
  outcome: "finished clean"
==> flip-flops by register name, indices dropped and copies added (netlist names) <==
signal	count
t.clk1.cnt	32
t.clk1.divClk	1
t.counter	4
t.curState	3
t.isSuccessful	1
t.stage4Counter	2
==> area by class of cell <==
cell class | instances | area share, %
clock buffers | 6 | 4.14
clock inverters | 2 | 0.690
inverters | 10 | 1.88
multi-input cells | 127 | 36.5
flip-flops and latches | 43 | 48.7
well taps | 105 | 6.59
repair buffers | 3 | 1.51
==> worst max-delay path, stage by stage, from the launching register on <==
cell and delay [ps]:
dfxtp_1 300, or4_4 530, a2111oi_4 260, o311ai_4 290
==> path summary, 6_finish.rpt <==
| check | endpoint | slack, ps |
|---|---|---|
| worst max-delay path | t.clk1.divClk | 610 |
| worst min-delay path | t.clk1.cnt[0] | 480 |
| worst max register to register | t.clk1.divClk | 610 |
| worst min register to register | t.clk1.cnt[0] | 480 |
==> routing by layer <==
metal,wire length [microns],up-vias
met5,0,-
met4,32,0
met3,109,4
met2,981,15
met1,1180,452
li1,-,548
==> kinds of logic (layout without fill, tap and decap cells) <==
logic type / after synthesis / in the layout
adders and majority gates: 5 / 5
buffers and inverters: 29 / 21
xor gates and xnor gates: 14 / 14
other: 1 / 34
and+or+nand+nor: 61 / 61
DFF: 43 / 43
AOI/OAI and AO/OA: 13 / 13
==> layout by cell type, fill, tap and decap left out <==
master / synthesis / final
conb_1: 1 / 34
dfxtp_1: 32 / 32
nor2_1: 28 / 28
edfxtp_1: 11 / 11
inv_1: 10 / 10
xnor2_1: 10 / 10
nand2_1: 9 / 9
nand3_1: 6 / 6
clkbuf_8: 0 / 6
ha_1: 5 / 5
nor4_1: 4 / 4
nor3_1: 4 / 4
xor2_1: 4 / 4
a21oi_1: 3 / 3
and3_1: 3 / 3
nand4_1: 3 / 3
clkdlybuf4s50_1: 0 / 3
o21ai_0: 2 / 2
a21boi_0: 2 / 2
nand3b_1: 1 / 1
nand2b_1: 1 / 1
a21o_1: 1 / 1
a2111oi_2: 1 / 1
or4_4: 1 / 1
a2111oi_4: 1 / 1
o311ai_4: 1 / 1
o211a_1: 1 / 1
o22ai_1: 1 / 1
nor2_2: 1 / 1
clkinv_2: 0 / 1
clkinv_4: 0 / 1
==> metrics by stage <==
stage                     util, %  total power [W]  cells  hold WS, ps
after floorplan                 -         0.000634    199          441
after global placement       22.9         0.000623    288          457
after detailed placement     22.9         0.000623    288          466
after CTS                    24.0          0.00106    296          487
after global routing         24.0          0.00110    296          507
final                        24.0          0.00104    296          483
==> power groups by stage <==
stage / Combinational (W) / Sequential [W] / Clock [W]
finish: 0.0000130 / 0.000597 / 0.000433
global route: 0.0000174 / 0.000598 / 0.000483
CTS: 0.0000142 / 0.000597 / 0.000451
==> synth_stat cells (2+ instances only) <==
master / n / share of area [%]
nand2_1: 9 / 1.9
and3_1: 3 / 1.1
edfxtp_1: 11 / 19
a21oi_1: 3 / 0.86
ha_1: 5 / 3.6
buf_4: 16 / 6.9
inv_1: 10 / 2.1
o21ai_0: 2 / 0.57
xnor2_1: 10 / 5.0
nand3_1: 6 / 1.7
xor2_1: 4 / 2.0
dfxtp_1: 32 / 37
nor2_1: 28 / 6.0
nor4_1: 4 / 1.4
clkbuf_1: 2 / 0.43
a21boi_0: 2 / 0.86
nand4_1: 3 / 1.1
nor3_1: 4 / 1.1
Power and IR drop assume default switching activity.
