--- flow/run.sh ---
#!/bin/bash
# OpenROAD 26Q1-2900-gdf79404cd8, Yosys 0.63+post, stock flow scripts
make -C /OpenROAD-flow-scripts/flow DESIGN_CONFIG=/design/flow/config.mk WORK_HOME=/design/flow/orfs finish
--- flow/config.mk ---
export PLATFORM = sky130hd
export DESIGN_NAME = UART3_Ruveyda
export DESIGN_NICKNAME = UART3_Ruveyda
export VERILOG_FILES = /design/flow/design.v
export SDC_FILE = /design/flow/constraint.sdc
export NUM_CORES = 4
export LEC_CHECK = 1
export CORE_UTILIZATION = 50
export SYNTH_HDL_FRONTEND = slang
--- flow/constraint.sdc ---
current_design UART3_Ruveyda

set clk_period 4.3
set clk_io_pct 0.2

create_clock -name clk0 -period $clk_period [get_ports {clk}]

set non_clock_inputs [all_inputs -no_clocks]
set_input_delay [expr $clk_period * $clk_io_pct] -clock clk0 $non_clock_inputs
set_output_delay [expr $clk_period * $clk_io_pct] -clock clk0 [all_outputs]
--- flow/design.v ---
`timescale 1ns / 1ps
module DigitDisplay(
    input clk,
    input [3:0] d1,
    input [3:0] d2,
    input [3:0] d3,
    input [3:0] d4,
    output reg [3:0] anode,
    output [6:0] ct  
);
localparam baudRate = 9600;
localparam freq = 100_000_000;
localparam baudClock = freq/baudRate;
wire slowClk;
reg [1:0] re;
reg [3:0] curDigit;
integer timer;
divClk clk1(clk, baudRate, slowClk);
always@(posedge slowClk) re <=  re+1;
always @ (re) begin
    case (re)
        0: anode<=4'b1110;
        1: anode<=4'b1101;
        2: anode<=4'b1011;
        3: anode<=4'b0111;
        default: anode<=4'b1110;
    endcase
end
always @ (re) begin
    case (re)
        0: curDigit<=d1;
        1: curDigit<=d2;
        2: curDigit<=d3;
        3: curDigit<=d4;
        default: curDigit<=d1;
    endcase
end
SegmentDecoder s(curDigit, ct);
endmodule
`timescale 1ns / 1ps
module Receiver#(parameter bitNum=8)(
    input clk, 
    logic t,  
	output reg isSuccessful,
	output reg [bitNum-1:0] R_reg,
	output reg [3:0][bitNum-1:0] mem
    );
localparam stopBit = 1'b1;
localparam baudRate = 9600;
localparam freq = 100_000_000;
localparam baudClock = freq/baudRate;
typedef enum logic {init, rec} typename;
typename curState;
reg [3:0] counter = 0;
reg [bitNum-1:0] T_reg;
wire slowClk;
initial mem = 0;
divClk clk1(clk, baudClock, slowClk);
always_ff@(posedge slowClk) begin
    case (curState)
        init: begin
            isSuccessful <=0;
            T_reg<=8'b0;
            counter <= 0;
            if(t == 1'b0) curState <= rec;
        end
        rec: begin
            T_reg[counter] <= t;
            counter <= counter +1;
            if(counter == 9) begin
                isSuccessful <=1;
                R_reg<=T_reg;
                mem[0] <= T_reg;
                mem[1] <= mem[0];
                mem[2] <= mem[1];
                mem[3] <= mem[2];
                curState<=init;
            end
       end
       default: curState <= init;
    endcase
    end
endmodule
`timescale 1ns / 1ps
module SegmentDecoder(
    input [3:0] w,
    output reg [6:0] seg
    );
always_comb begin
   case(w)
        0: seg[6:0] = 7'b1000000;
        1: seg[6:0] = 7'b1111001;
        2: seg[6:0] = 7'b0100100;
        3: seg[6:0] = 7'b0110000;
        4: seg[6:0] = 7'b0011001;
        5: seg[6:0] = 7'b0010010;
        6: seg[6:0] = 7'b0000010;
        7: seg[6:0] = 7'b1111000;
        8: seg[6:0] = 7'b0000000;
        9: seg[6:0] = 7'b0010000;
        10: seg[6:0] = 7'b0001000;
        11: seg[6:0] = 7'b0000011;
        12: seg[6:0] = 7'b1000110;
        13: seg[6:0] = 7'b0100001;
        14: seg[6:0] = 7'b0000110;
        15: seg[6:0] = 7'b0001110;
        default: seg[6:0] = 7'b1000000; 
    endcase
end
endmodule
`timescale 1ns / 1ps
module Transmitter#(parameter bitNum=8)(
    input clk,  
    input stage4,
    input [bitNum-1:0] lData,
    input LButton, 
    input transferButton,
    output reg isSuccessful,
    output reg t,
    output reg [bitNum-1:0] t_buf,
    output reg [3:0][bitNum-1:0] mem  
    );
localparam stop = 1'b1;
localparam start = 1'b0;
localparam baudRate = 9600;
localparam freq = 100_000_000;
localparam baudClock = freq/baudRate;
reg [3:0] counter = 0;
reg [1:0] stage4Counter = 0;
reg [bitNum+1:0] T_reg = 0;
wire slowClk;
typedef enum logic [2:0] {init,loadS,transfer, wait_load,wait_transfer, action, stage4State} typename;
typename curState;
divClk clk1(clk, baudClock, slowClk);
always_ff@(posedge slowClk) begin
    case (curState)
        init: begin
            t <= 1;
            isSuccessful <=0;
            counter <=0;
            stage4Counter<=0;
            if(LButton && ~stage4) begin
                t_buf <= lData;
                mem[0] <= lData;
                mem[1] <= mem[0];
                mem[2] <= mem[1];
                mem[3] <= mem[2];
                curState <= loadS;
           end
           if(transferButton) begin
                if(stage4) curState<=stage4State;
                else begin
                    curState <= transfer;
                    counter<=0;
                end
           end
       end
       loadS: begin
               T_reg <= {stop,mem[3],start};
               curState<=wait_load;
        end
       transfer: begin
            t<=T_reg[counter];
            counter <= counter+1;
            if(counter == 9)begin
                isSuccessful <=1;
                curState <= wait_transfer;
            end
       end
       wait_load: if(!LButton) curState<=init;
       wait_transfer: begin
            if(~transferButton && ~stage4) curState<=init;
            if(stage4) begin
                if(stage4Counter <3) begin
                    stage4Counter <= stage4Counter +1;
                    counter <=0;
                    curState <= stage4State;
                end
                else if(~transferButton) curState<= init;
           end
       end
       stage4State: begin
            if(stage4Counter<4) begin
                T_reg <= {stop, mem[3-stage4Counter], start};
                curState <= transfer;
            end
            else curState<=init;
       end
       default: curState <=init;
    endcase
end
endmodule
`timescale 1ns / 1ps
module UART3_Ruveyda#(parameter bitNum=8)(
    input clk,  
    input btnU,
    input btnR,
    input btnL,
    input stage4,
    input [bitNum-1:0] data,
    input btnC,  
    input btnD,  
    input R,
    output T,
    output reg [bitNum-1:0] T_Buf,
    output reg [bitNum-1:0] R_Buf,
    output reg [3:0] an,
    output reg [6:0] seg
);
wire isSuccessfulT,isSuccessfulR;
wire dbU,dbR,dbL;
reg [3:0][bitNum-1:0] memT;
reg [3:0][bitNum-1:0] memR;
debouncer db1(clk,btnU,dbU);
debouncer db2(clk,btnR,dbR);
debouncer db3(clk,btnL,dbL);
reg isT;
reg [7:0] RorT;
reg [1:0] index;
reg [3:0][bitNum-1:0] arr;
initial index=0;
initial isT = 1;
Transmitter t(clk,stage4,data,btnC,btnD,isSuccessfulT,T,T_Buf,memT);
Receiver r(clk,R,isSuccessfulR,R_Buf,memR);
always@(posedge clk) begin
    if(dbU) begin
        index <=0;
        if(isT) isT<=0;
        else isT<=1;
    end
    if(isT) begin
        RorT <= 4'hA;  
        if(dbR)begin
            if(index >3) index <=0;
            else index <= index+1;
        end
        else begin
            if(dbL) begin
                if(index<0) index <=3;
                else index <= index-1;
            end
       end
       arr <= memT;
   end
   else begin
        RorT <= 4'hb;  
        if(dbR)begin
            if(index >3) index <=0;
            else index <= index+1;
        end
        else begin
            if(dbL) begin
                if(index<0) index <=3;
                else index <= index-1;
            end
       end
       arr <= memR;
   end
end   
DigitDisplay d(clk,RorT,index,arr[index][7:4],arr[index][3:0],an,seg);
endmodule
`timescale 1ns / 1ps
module debouncer(
    input clk, B,
    output reg db
    );
integer counter = 0;
typedef enum logic [1:0] {init, dbState, delay} st;
st [1:0] curState;
always_ff@(posedge clk) begin
    case(curState)
        init: begin
            db<=1'b0;
            if(B) begin 
                counter <=0;
                curState <=dbState;
            end
            else if(!B) curState <= init;
        end
        dbState: begin
            counter <= counter+1;
            if(counter >= 20_000) begin
                db<=1'b1;
                curState<=delay;
            end
       end
       delay: begin
            if(B) db<=1'b0; 
            else curState<=init;
       end
       default: curState<=init;
       endcase
end
endmodule
`timescale 1ns / 1ps
module divClk(
    input clk,
    input [31:0] value,
    output divClk
    );
reg slowClk = 0;
integer cnt = 0;
always_ff@(posedge clk) begin
    cnt<=cnt+1;
    if(cnt>=value) begin
        cnt<=0;
        slowClk<=~slowClk;
    end
end
assign divClk = slowClk;
endmodule
==> Changelog: implementation <==
## Implementation

* Chip Area, Yosys at 0.0145 sq mm
* Tcrit/Tclk final at 0.915
* Routed wire length per instance at 14.2 microns
* Final hold violations at 0
* Total wire length at 25.0 mm
* Seq cells post-synth at 337
* Crit path from: index[1]$_DFFE_PP_
* Total tool warning count at 43
* Gates resized, CTS repair at 0
* Layout area overhead at 12.7%
* Max Cap Viol at 0
* Die Y-Extent at 173 microns
* Clock latency (worst-skew pair) at 0.53 ns
* # IOs at 44
* Diode count at 0
* Setup TNS at 0 ns
* Critical Path End Type: primary output
* Post-cts hold buffer count at 0
* Register pins left without a clock at 97
* Reg2reg setup slack at 1.93 ns
* Async SR Flop Fraction at 0
* Hpwl dp at 16.8 mm
* Antenna violations before repair at 0
* DR pass1 iterations at 5
* Leak Pwr at between 0.005 and 0.006 uW
* Fin. max-slew vios at 0
* Largest net degree at the start of global routing at 51
* Primary FF master, synth: edfxtp_1
* Share of cells above drive strength 1 at 0.0897
* Power Density at 483 mW/mm^2
* Critical-path top delay cell: edfxtp_1
* CORE AREA at 0.0286 sq mm
* Inserted Clock Buffers at 26
* FF-to-FF path depth at 4
* Fill cells at 2324
* Post-layout minimum cycle time at between 3 and 4 ns
* Flop area at 0.00868 sq mm
* Die ar. at 0.0298 sq mm
* Setup crit end: seg[1]
* Ys Warns at 0
* Crit path kind: reg -> out
* Postcts setup bufs at 0
* MI comb area at 0.00558 sq mm
* Final number of setup-violating endpoints at 0
* Final instance area at 0.0164 sq mm
* # port buffers at 43
* Worst clock skew at 0.0213 ns
* Area after DPL at 0.0155 sq mm
* Reg clk slew, reported paths at 0.06 ns
* Post-synth seq share at 0.597
* Clock root cell: clkbuf_16
* Critical Path Fanout Max at 7
* Total number of vias at approximately 9100
* CTS max path bufs at 3
* Top-area cell share at 0.399
* Reg-to-Reg Start: db3.counter[15]$_SDFFCE_PN0P_
* Drt initial violations at between 400 and 500
* Max VDD drop at 0.405 mV
* First-pass GRT wire length at 42.7 mm
* Buf+Inv Stages, Crit Path at 1
* Slowest cell delay on critical path at 0.52 ns
* Worst-Margin Slew at 0.887 ns
* Post-synth EDFFs at 193
* Cells in synth_stat.txt at 1261
* Chip width at around 170 microns
* Syn_area_per_cell at 11.5 sq um
* GRT Util Overall at 0.184
* Number of unconstrained endpoints at about 200
* Critical Path RT at 3.44 ns
* Top Layout Cells: edfxtp_1, nor2_1, dfxtp_1
* Largest area contributor in the netlist: edfxtp_1
* Total grt overflow at 0
* Fmax at roughly 250 MHz
* Remaining DRCs at 0
* Fp_density at 0.508
* Netlist cell types at 66
* Largest cells by area after synthesis: edfxtp_1, dfxtp_1, xor2_1, nor2_1, mux2_2
* Post-route ant nets at 0
* Drt via density at 5.16
* Synthesized area at 0.0145 sq mm
* Worst rel slew slack at 0.404
* Number of stages on the worst setup path at 8
* Status: finished clean
* GPL Wtd Cong at 0.821
* Dominant logic cell type in the layout: edfxtp_1
* Crit path cell chain: mux2i_1, o211a_1, o21bai_1, nand2_1, ha_1, or3_1, o211ai_2, clkdlybuf4s50_1
* Cell family with most CP delay: simple AND/OR/NAND/NOR gates
* Crit path DAT at 3.07 ns
* CTS tree: built
* RR Endpoint: db3.curState[0]$_SDFFCE_PP0P_
* RSZ-0062 raised after global routing: false
* Vias in the first global route at 8564
* Row cnt at 62
* Hold Crit Class: reg -> reg
* Cell count after synthesis at 1261
* Worst setup SP type: flip-flop
* H-tree levels at 1
==> worst min path at each step <==
| stage | endpoint | depth (start not counted) | from | slack, ns |
|---|---|---|---|---|
| after CTS | d.clk1.cnt[0]$_SDFF_PP0_ | 1 | d.clk1.cnt[0]$_SDFF_PP0_ | 0.48 |
| after global routing | RorT[0]$_DFF_P_ | 1 | isT$_DFFE_PP_ | 0.50 |
| final | r.clk1.cnt[0]$_SDFF_PP0_ | 1 | r.clk1.cnt[0]$_SDFF_PP0_ | 0.48 |
==> kinds of logic (layout without fill, tap and decap cells) <==
logic type	count (synthesis)	count (layout)	share of synthesized area
and+or+nand+nor	496	496	0.174
other	1	54	0.000258
muxes	66	66	0.0527
adders and majority gates	27	27	0.0232
buffers and inverters	109	166	0.0337
xor gates and xnor gates	117	117	0.0705
AOI/OAI and AO/OA	108	108	0.0485
DFF	337	337	0.597
==> per-layer routing <==
layer	vias to the layer above	wire [microns]	global-route usage
li1	4645	-	-
met1	4248	12600	0.326
met2	126	10900	0.263
met3	33	970	0.0329
met4	0	503	0.0339
met5	-	0	0
==> where the power goes <==
group	internal, uW	switching, uW
Clock	1240	884
Sequential	3220	630
Combinational	885	1050
Total	5350	2560
==> cells in the mapped netlist, types with 3 or more instances <==
library cell  instances
ha_1                 27
nor2_1              179
nand4_1              54
clkbuf_1             31
a211oi_1              3
nor3_2                3
o21ai_0              26
mux4_2                3
or3_1                12
xor2_1               84
buf_4                18
and2_1               10
nand2_1              64
a31oi_1              13
nand3_1              46
dfxtp_1             144
o211ai_1              4
mux2i_1              21
edfxtp_1            193
a21oi_1              21
mux2_2               41
or4_1                 7
nand2b_1             10
a2111oi_0             3
nor3_1               15
and4_1               15
a21boi_0              4
a22oi_1               7
nor2b_1              10
buf_2                 4
inv_1                53
and3_1               25
o22ai_1               5
nor4_1               33
xnor2_1              33
==> through the flow <==
| stage | util | hold WS [ns] | cells | total power (uW) | setup slack [ns] |
|---|---|---|---|---|---|
| after floorplan | - | 0.437 | 1314 | 5160 | 0.595 |
| after global placement | 0.541 | 0.457 | 1701 | 5780 | 0.717 |
| after detailed placement | 0.541 | 0.465 | 1701 | 5800 | 0.683 |
| after CTS | 0.571 | 0.483 | 1749 | 7970 | 0.116 |
| after global routing | 0.572 | 0.502 | 1755 | 8430 | 0.197 |
| final | 0.572 | 0.476 | 1755 | 7910 | 0.368 |
==> cell type report <==
type | instances | area share
multi-input combinational | 868 | 0.341
timing repair buffer | 65 | 0.0364
inverter | 53 | 0.0121
clock inverter | 12 | 0.00497
sequential | 337 | 0.530
tap | 384 | 0.0293
clock buffer | 36 | 0.0464
Power and IR drop assume default switching activity.
